## flow/config.mk

```make
export PLATFORM = sky130hd
export DESIGN_NAME = ram8bit
export DESIGN_NICKNAME = ram8bit
export VERILOG_FILES = /design/flow/design.v
export SDC_FILE = /design/flow/constraint.sdc
export NUM_CORES = 4
export LEC_CHECK = 1
export CORE_UTILIZATION = 30
```

## flow/constraint.sdc

```tcl
current_design ram8bit

set clk_period 2.5
set clk_io_pct 0.2

create_clock -name clk0 -period $clk_period [get_ports {clk}]

set non_clock_inputs [all_inputs -no_clocks]
set_input_delay [expr $clk_period * $clk_io_pct] -clock clk0 $non_clock_inputs
set_output_delay [expr $clk_period * $clk_io_pct] -clock clk0 [all_outputs]
```

## flow/design.v

```verilog
`timescale 1ns / 1ps
module ram8bit(
input clk,   
input rst,   
input [7:0]data,  
input rd,
input wr,
input [2:0]addr,
output reg [7:0] out
    );
    reg [7:0]memloc[7:0];  
    integer i;  
    always@(posedge clk)begin  
    if(rst==0)begin   
    for(i=0;i<=7;i=i+1)begin  
    memloc[i] <= 8'b00000000;  
    out <= 8'b00000000;   
    end
    end
    else begin  
    if(rd==1)begin  
    out<= memloc[addr];  
    end
    else begin  
    out<= 8'b00000000;  
    end
    if(wr == 1)begin  
    memloc[addr]<= data;  
    end 
    else begin  
    memloc[addr] <= 8'b00000000;  
    end
    end
    end
endmodule
```

## flow/run.sh

```bash
#!/bin/bash
# OpenROAD 26Q1-2900-gdf79404cd8, Yosys 0.63+post, stock flow scripts
make -C /OpenROAD-flow-scripts/flow DESIGN_CONFIG=/design/flow/config.mk WORK_HOME=/design/flow/orfs finish
```

==> results.py <==
# Generated from Yosys and OpenROAD reports
metrics = {
    "pwr": {
        "power_density_mw_per_mm2": 693,
        "leakagePower_nw": 1.30,
        "ir_drop_mv": 0.339,
    },
    "floorplanning": {
        "fp_util_pct": 31.4,
        "core_mm2": 0.00991,
        "dieArea_mm2": 0.0108,
        "io_pins": 23,
        "die_h_um": 104,
        "die_w_um": 104,
        "num_rows": 36,
    },
    "worst_setup_path": {
        "critPathArrivalTime_ns": 1.85,
        "critPathCaptureType": "register",
        "cp_max_fo": 9,
        "crit-reg2reg-capture": "out[1]",
        "reg2reg_from": "memloc[2][1]",
        "r2r_cells": 3,
        "rrSetupSlack_ns": 1.42,
        "cp-start-kind": "input port",
        "crit_required_ns": 2.51,
        "path_class": "in -> reg",
    },
    "grt": {
        "grt_pass1_wl_um": 10100,
        "grt_overflow": 0,
        "antenna_found_initial": 0,
        "grt_max_degree": 27,
        "grt_pass1_vias": 1827,
        "grt_usage_pct": 13.1,
    },
    "layout": {
        "drive_above_1_share_pct": 11.4,
        "finalInstanceArea_mm2": 0.00364,
        "fillers": 970,
        "syn2layout_area_growth_pct": 16.9,
        "stdcell_count": 404,
    },
    "timing": {
        "period_used_pct": 73.6,
        "grt_setup_unrepaired": "false",
        "slew_violations": 0,
        "fin_crit_ns": 1.84,
        "timing.hold.ws_ns": 0.686,
        "slew_headroom_pct": 71.5,
        "worst_pin_slew_ns": 0.426,
        "clock.fmax_ghz": 0.543,
        "finalHoldViolCount": 0,
        "setup-tns-final_ns": 0,
        "setup-violations-final": 0,
        "skew_ns": 0.00928,
    },
    "synthesis": {
        "topCombFamilyByArea": "simple AND/OR/NAND/NOR gates",
        "ys_cells": 239,
        "synthXorXnorAreaFrac_pct": 0,
        "numSynthFlops": 72,
        "ys_sh_aoi_pct": 5.14,
        "syn_inst": 239,
        "synth_warnings": 1,
        "synth.area.mux_share_pct": 10.3,
        "synth_area_mm2": 0.00311,
        "simple_gate_share_pct": 14.0,
        "avgSynthCellArea_um2": 13.0,
        "adder_share_pct": 0,
        "ys_types": 23,
        "ys_seq_share_pct": 66.9,
        "ys_area_mm2": 0.00311,
    },
    "worst_hold_path": {
        "hp-class": "reg -> reg",
        "min_delay_path_depth": 3,
        "holdPathEnd": "out[1]",
        "min_from": "memloc[1][1]",
    },
    "clock_tree": {
        "path_clk_slew_ns": 0.07,
        "cts_tree": "yes",
        "cts-root-buf": "clkbuf_8",
        "cts_resized": 0,
        "hold_buffers": 0,
        "clk-insertion-delay-late_ns": 0.34,
        "cts_setup_buffers": 0,
        "cts_max_level": 3,
        "clockBufferDepth": 2,
        "numCtsBuffers": 9,
        "cts.sink_count": 72,
    },
    "job": {
        "warnings": 25,
        "maxCapViolCount": 0,
    },
    "drt": {
        "via_per_inst": 4.56,
        "routedWlPerCell_um": 15.7,
        "via_count": 1841,
        "ant_nets": 0,
        "antennaDiodeCount": 0,
        "routed_wl_um": 6350,
        "drtPass1Iterations": 4,
        "drt_iter0_markers": 115,
        "drc": 0,
    },
    "placed_design": {
        "io_buffers": 22,
        "dp_hpwl_um": 4430,
        "placedCellCount": 388,
        "gp_congestion": 0.814,
        "dpl_cell_area_mm2": 0.00345,
    },
    "outcome": {
        "status": "complete, no violations",
    },
}
-- report_power, final --
part / switching (mW) / internal (mW) / leakage, nW
clock: 0.418 / 0.460 / 0.0933
sequential: 0.0243 / 1.39 / 0.684
combinational: 0.139 / 0.0924 / 0.526
total: 0.581 / 1.94 / 1.30
-- synth_stat cells --
library cell / n / area, um^2
clkbuf_2: 2 / 10.0
o22ai_1: 16 / 100
dfxtp_1: 8 / 160
nand3_4: 1 / 17.5
edfxtp_1: 64 / 1920
mux2i_1: 32 / 320
nand2_1: 17 / 63.8
buf_12: 1 / 20.0
nand2b_1: 3 / 18.8
nor2_1: 65 / 244
nand4_2: 1 / 12.5
or2_1: 1 / 6.26
nand3_2: 3 / 30.0
buf_1: 1 / 3.75
buf_6: 4 / 45.0
buf_8: 1 / 15.0
nand2_2: 3 / 18.8
clkbuf_1: 1 / 3.75
buf_2: 2 / 10.0
o21a_1: 8 / 60.1
nor2b_1: 3 / 18.8
buf_4: 1 / 7.51
and2_1: 1 / 6.26
-- registers in the layout (all words and copies together) (netlist names) --
signal and flops:
out 8, memloc 64
-- final cells by class --
type / count / area [um^2] / area share [%]
Clock inverter: 7 / 71.3 / 1.96
Tap cell: 133 / 166 / 4.57
Timing Repair Buffer: 29 / 280 / 7.70
Clock buffer: 9 / 124 / 3.40
Multi-Input combinational cell: 154 / 917 / 25.2
Sequential cell: 72 / 2080 / 57.2
-- layout by cell type (no fill, tap or decap) --
cell / synthesis / routed
o22ai_1: 16 / 16
mux2i_1: 32 / 32
clkinv_1: 0 / 1
buf_12: 1 / 1
dfxtp_1: 8 / 8
or2_1: 1 / 1
nand2b_1: 3 / 3
nand4_2: 1 / 1
clkinv_2: 0 / 1
buf_4: 1 / 6
nand3_4: 1 / 1
clkdlybuf4s50_1: 0 / 21
buf_2: 2 / 1
nor2_1: 65 / 65
o21a_1: 8 / 8
nor2b_1: 3 / 3
nand3_2: 3 / 3
nand2_1: 17 / 17
clkbuf_8: 0 / 9
and2_1: 1 / 1
inv_6: 0 / 1
clkinv_4: 0 / 1
bufinv_16: 0 / 1
nand2_2: 3 / 3
edfxtp_1: 64 / 64
clkinvlp_4: 0 / 2
-- logic make-up (layout without fill, tap and decap cells) --
kind of cell / after synthesis / in the layout
AND/OR/NAND/NOR: 98 / 98
flip-flops: 72 / 72
multiplexers: 32 / 32
AND-OR/OR-AND: 24 / 24
buffers and inverters: 13 / 45
-- worst max-delay path by stage --
stage | start | endpoint
finish | addr[1] | memloc[5][1]
CTS | addr[1] | memloc[5][0]
global route | addr[1] | memloc[5][1]
-- per-layer routing --
metal | share of wire, % | vias to the layer above | global-route usage, %
li1 | - | 912 | -
met1 | 48 | 846 | 20.4
met2 | 42 | 75 | 18.3
met3 | 9.0 | 8 | 6.13
met4 | 1.2 | 0 | 1.33
met5 | 0 | - | 0
-- critical path, stage by stage --
cell and delay (ns):
clkdlybuf4s50_1 0.45, buf_4 0.18, nor2b_1 0.20, nand3_2 0.19, nand2_1 0.32
-- through the flow --
step	power (mW)	setup WS (ns)	util [%]
floorplan	1.58	0.902	-
global placement	1.67	0.324	34.8
detailed placement	1.67	0.322	34.8
CTS	2.54	0.684	36.7
global route	2.62	0.556	36.7
finish	2.52	0.659	36.7
Power is estimated from default activity; no workload was simulated.
